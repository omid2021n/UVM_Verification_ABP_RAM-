[flow/design.v]
module apb_ram (
  input presetn,
  input pclk,
  input psel,
  input penable,
  input pwrite,
  input [31:0] paddr, pwdata,
  output reg [31:0] prdata,
  output reg pready, pslverr
);
  reg [31:0] mem [32];
  typedef enum {idle = 0, setup = 1, access = 2, transfer = 3} state_type;
  state_type state = idle; 
  always@(posedge pclk)
    begin
      if(presetn == 1'b0)  
        begin
        state <= idle;
        prdata <= 32'h00000000;
        pready <= 1'b0;
        pslverr <= 1'b0;
        for(int i = 0; i < 32; i++) 
        begin
          mem[i] <= 0;
        end
       end 
      else 
        begin
      case(state)
      idle : 
      begin
        prdata <= 32'h00000000;
        pready <= 1'b0;
        pslverr <= 1'b0;
        state   <= setup;
      end
      setup:  
      begin
           if(psel == 1'b1)
             state <= access;
           else
             state <= setup;
      end
      access: 
      begin 
        if(pwrite && penable) 
          begin
            if(paddr < 32) 
            begin
            mem[paddr] <= pwdata;
            state <= transfer;
            pslverr <= 1'b0;
            pready  <= 1'b1;
            end
            else 
            begin
            state <= transfer;
            pready <= 1'b1;
            pslverr <= 1'b1;
            end
          end
        else if (!pwrite && penable)
            begin
            if(paddr < 32) 
            begin
            prdata <= mem[paddr];
            state <= transfer;
            pready <= 1'b1;
            pslverr <= 1'b0;
            end
            else 
            begin
            state <= transfer;
            pready <= 1'b1;
            pslverr <= 1'b1;
            prdata <= 32'hxxxxxxxx;
            end
          end
        else
           state <= setup;
       end  
        transfer: begin
          state <= setup;
          pready <= 1'b0;
          pslverr <= 1'b0;
        end
      default : state <= idle;
      endcase
    end
  end
endmodule
interface apb_if ();
  logic              pclk;
  logic              presetn;
  logic       [31:0] paddr;
  logic              pwrite;
  logic       [31:0] pwdata;
  logic              penable;
  logic              psel;
  logic       [31:0] prdata;
  logic              pslverr;
  logic              pready;
endinterface : apb_if
[flow/config.mk]
export PLATFORM = sky130hd
export DESIGN_NAME = apb_ram
export DESIGN_NICKNAME = apb_ram
export VERILOG_FILES = /design/flow/design.v
export SDC_FILE = /design/flow/constraint.sdc
export NUM_CORES = 4
export LEC_CHECK = 1
export CORE_UTILIZATION = 50
export SYNTH_HDL_FRONTEND = slang
[flow/constraint.sdc]
current_design apb_ram

set clk_period 14.3
set clk_io_pct 0.2

create_clock -name clk0 -period $clk_period [get_ports {pclk}]

set non_clock_inputs [all_inputs -no_clocks]
set_input_delay [expr $clk_period * $clk_io_pct] -clock clk0 $non_clock_inputs
set_output_delay [expr $clk_period * $clk_io_pct] -clock clk0 [all_outputs]
[flow/run.sh]
#!/bin/bash
# OpenROAD 26Q1-2900-gdf79404cd8, Yosys 0.63+post, stock flow scripts
make -C /OpenROAD-flow-scripts/flow DESIGN_CONFIG=/design/flow/config.mk WORK_HOME=/design/flow/orfs finish
==> impl_metrics.toml <==
# generated from flow reports
[detailed_routing]
drc = 0
drtPass1Iterations = 5
drt_iter0_markers = 1698
route.antenna.remaining_nets = 0
viasPerCell = 5.86
dr_total_vias = 28434
drt-total-wl_um = 137000
detail_route.wl_per_cell_um = 28.2

[worst_setup_path]
critPathRequiredTime_ns = 14.88
r2r_cells = 7
rr_startpoint = "state[1]"
worstSetupEndpointType = "register"
crit_arrival_ns = 7.39
crit_start = "paddr[1]"
startpoint_type = "input port"
crit_path_max_fanout = 55
critical_path_class = "in2reg"

[timing]
slew_headroom_pct = 19.6
final-setup-viol-count = 0
tns_ns = 0
final_hold_viol_count = 0
worst_pin_slew_ns = 1.19
final.period_utilization_pct = 47.6
max_freq_mhz = 147
hold_slack_ns = 0.479
rsz0062_at_grt = "false"
drv_slew = 0
fin_crit_ns = 6.80
clock_skew_ns = 0.0200

[cts]
cts_root_buffer = "clkbuf_16"
cts.sinks = 1062
cts-hold-fix-buffers = 0
path_clk_slew_ns = 0.06
clock_latency_ns = 0.69
clk_path_buf_depth = 3
cts_setup_buffers = 0
htree_levels = 3
cts_tree = "done"
ctsResizeCount = 0
numCtsBuffers = 113

[cells_and_area]
fill_cells = 7190
flop_area_mm2 = 0.0315
layout_top_cell = "edfxtp_1"
area_growth_pct = 13.1
instances_no_fill = 4855
layout-drive-gt1-share_pct = 11.3
layout_top_cells = "1024 x edfxtp_1, 865 x and2_1, 512 x mux2i_1"
comb_area_mm2 = 0.0152

[die]
fp-row-count = 113
dieArea_mm2 = 0.0972
die_width_um = 312
initial_utilization_pct = 50.5
coreArea_mm2 = 0.0950
die_height_um = 312
ios = 103

[logic_synthesis]
ys_sh_adder_pct = 0
ys_cells = 3465
numSynthFlops = 1062
ys_area_mm2 = 0.0480
synthesis.area_mm2 = 0.0480
ys_sh_mux_pct = 10.7
postSynthSeqShare_pct = 65.7
syn_area_per_cell_um2 = 13.8
ys_types = 41
simple_gate_share_pct = 15.9
yosys.area_share.aoi_pct = 4.24
ys_sh_xor_pct = 0
yosysWarnings = 0
topCombFamilyByArea = "simple AND/OR/NAND/NOR gates"
netlist_instances = 3465

[placed_design]
dpl.cell_count = 4642
dp_hpwl_um = 74900
place_congestion = 0.857
port_buffers = 102

[worst_hold_path]
hp-start = "prdata[25]"
holdPathStages = 1
holdCritPathClass = "reg2reg"

[pwr]
pwr_density_cell_mw_per_mm2 = 126
total_power_w = 0.00686
total_leakage_power_nw = 21.4
ir_drop_v = 0.0000925

[global_route]
track_usage_pct = 31.3
grt.overflow.total = 0
grt_pass1_vias = 29872
antenna_found_initial = 1
grt_pass1_wl_um = 199000
grt_max_degree = 71

[run]
maxCapViolations = 0
tool_warnings = 26

[outcome]
status = "finished, final reports clean"
## synthesized netlist by cell type, drive strengths merged
library cell | number | share of area [%]
a21oi | 4 | 0.042
or4 | 1 | 0.016
a22o | 32 | 0.58
nand3 | 2 | 0.021
nor2 | 25 | 0.25
a31oi | 1 | 0.013
and2 | 867 | 11
or4b | 4 | 0.083
o22ai | 256 | 3.3
nor2b | 7 | 0.091
o21ai | 24 | 0.25
dfxtp | 38 | 1.6
nand4 | 4 | 0.15
nand2b | 6 | 0.078
edfxtp | 1024 | 64
mux2i | 512 | 11
clkbuf | 201 | 1.7
and3 | 167 | 2.2
inv | 4 | 0.031
buf | 148 | 1.8
a21o | 1 | 0.016
nand4bb | 6 | 0.14
and4 | 2 | 0.042
or3 | 1 | 0.013
nor4 | 70 | 0.91
nand4b | 4 | 0.073
nor3 | 6 | 0.094
nand2 | 46 | 0.36
or2b | 2 | 0.031
## registers in the layout, summed over array words and instances (netlist names)
| signal | cells |
|---|---|
| pready | 1 |
| pslverr | 1 |
| prdata | 32 |
| mem | 1024 |
| state | 4 |
## metrics by stage
step           utilization (%)  setup slack (ns)  instance area, um^2
5_1_grt                   57.1              7.22                54200
4_1_cts                   57.1              7.57                54200
2_1_floorplan                -              7.79                48000
3_5_place_dp              53.1              6.81                50500
3_3_place_gp              53.1              6.81                50500
6_report                  57.1              7.50                54200
## kinds of logic (layout without fill, tap and decap cells)
kind of cell | Yosys count | after routing
and+or+nand+nor | 1220 | 1220
DFF | 1062 | 1062
muxes | 512 | 512
buffers and inverters | 353 | 477
AOI/OAI and AO/OA | 318 | 318
other | 0 | 1
## critical path: stages
cell and delay, ns:
buf_8 0.39, buf_4 0.60, buf_4 0.68, buf_4 0.65, buf_4 0.76, mux2i_1 0.27
o22ai_1 0.10, nor4_1 0.65, nand2_1 0.10, a22o_1 0.20
## metal layers
metal	share of wire [%]	global-route usage, %
met1	34	39.6
met2	46	45.1
met3	17	22.6
met4	3.1	7.78
met5	0.056	1.14
## worst paths after layout
| kind | end | slack, ns |
|---|---|---|
| worst max-delay path | prdata[11] | 7.50 |
| worst max register to register | mem[23][14] | 10.24 |
| worst min register to register | prdata[25] | 0.48 |
| worst min-delay path | prdata[25] | 0.48 |
## power by group
part	total [W]	switching, W	internal, W	leakage, nW
Sequential	0.00352	0.0000243	0.00349	11.0
Combinational	0.000405	0.000281	0.000124	8.60
Clock	0.00294	0.00118	0.00176	1.83
## area by class of cell
cell class,instances,share of cell area (%)
repair buffers,262,4.09
well taps,1265,2.92
diodes,1,0.00461
multi-input cells,2050,27.9
clock buffers,159,5.86
clock inverters,52,1.05
flip-flops and latches,1062,58.1
inverters,4,0.0277
Power and IR drop assume default switching activity.
